[/design/flow/config.mk]
export PLATFORM = sky130hd
export DESIGN_NAME = display
export DESIGN_NICKNAME = display
export VERILOG_FILES = /design/flow/design.v
export SDC_FILE = /design/flow/constraint.sdc
export NUM_CORES = 4
export LEC_CHECK = 1
export CORE_AREA = 10 10 70 70
export DIE_AREA = 0 0 80 80
[/design/flow/constraint.sdc]
current_design display

set clk_period 5.7
set clk_io_pct 0.2

create_clock -name clk0 -period $clk_period [get_ports {clk}]

set non_clock_inputs [all_inputs -no_clocks]
set_input_delay [expr $clk_period * $clk_io_pct] -clock clk0 $non_clock_inputs
set_output_delay [expr $clk_period * $clk_io_pct] -clock clk0 [all_outputs]
[/design/flow/run.sh]
#!/bin/bash
# OpenROAD 26Q1-2900-gdf79404cd8, Yosys 0.63+post, stock flow scripts
make -C /OpenROAD-flow-scripts/flow DESIGN_CONFIG=/design/flow/config.mk WORK_HOME=/design/flow/orfs finish
[/design/flow/design.v]
module display #(
	parameter BASE = 10
) (
	input clk,
	input [7:0] num,
	output [3:0] bcd,
	output reg cat
);
	initial cat = 1'b0;
	always @(posedge clk)
	begin
		cat <= ~cat;
	end
	wire [7:0] digit = (cat) ?
		(num / BASE) :
		(num % BASE);
	assign bcd = digit[3:0];
endmodule
==> changes_impl.md <==
### Metrics

* Post-DP Area at ~0.0013 sq mm
* Slew margin rel. at 0.635
* Final hold vios at 0
* Cycle use final at 0.972
* Syn_area_per_cell at about 7 sq um
* Insertion Delay late pin at 0 ns
* Sequential power share at 0.044
* CP Capture Type: output pin
* Clock skew at 0 ns
* Vias at 1307
* Routed len/inst at around 15 microns
* Floorplan utilization at 0.328
* Seq share, synth at 0.0179
* Minimum clock period at 5.54 ns
* Async SR Flop Fraction at 0
* GP Congestion at around 0.90
* Worst Path Max Fanout at 14
* Slew Limit Fails at 0
* Net switching power at around 82 uW
* Number of port buffers at 13
* Critical path class: primary input to output pin
* Sw frac at 0.501
* Synth Instances at between 150 and 200
* Leak Pwr at 0.567 nW
* Reg2Reg Launch Point: cat$_DFF_P_
* Largest regs: cat: 1 flops
* DRC at 0
* Die Y at approximately 80 microns
* Critical Path RT at approximately 4.6 ns
* Final WL at 3.30 mm
* Most instantiated logic cells after routing: buf_4, nor2_1, clkdlybuf4s50_1
* Clock transition at path regs at 0 ns
* Crit start category: primary input
* Share of cells above drive strength 1 at 0.333
* 1st-pass router iterations at 4
* Combinational gate area at 0.00113 sq mm
* Hold WC Path Type: flop to flop
* Status: complete, no violations
* Vias/cell at approximately 5.9
* F_max at 181 MHz
* Combinational Power Share at 0.956
* Area grow syn2layout at 34.3%
* MaxCap Viol Count at 0
* Yosys synthesis chip area at approximately 0.0011 sq mm
* Yosys Instances at 158
* Reg area at ~20 sq um
* Worst Tran Pin Value at 0.546 ns
* Dominant Register Cell: dfxtp_1
* Fin Hold WS at about 0.61 ns
* Die ar. at approximately 0.0064 sq mm
* Worst hold start: cat$_DFF_P_
* Width of the die at ~80 microns
* Origin of the worst setup path: num[7]
* Antenna violations before repair at 0
* Syn. warnings at 1
* GRT Util Overall at 0.0947
* RSZ-0062 raised after global routing: no
* Vias in the first global route at ~1200
* First-pass GRT wire length at approximately 5.3 mm
* Top Ports at 14
* CTS Hold Bufs at 0
* Cell Rows at 21
* Int Pwr at 81.3 uW
* Arr. time, crit path at 4.40 ns
* Post-route design area at 0.00150 sq mm
* Post-DRT Antenna Nets at 0
* Largest register by flop count: cat
* Post-synth regs at 1
* Hpwl dp at 2.43 mm
* Pwr/cell area at 108 mW/mm^2
* Clock network fraction of total power at 0
* Floorplan core area at ~0.0034 sq mm
* Fillers at around 340
* Worst hold stages at 1
* # setup viols final at 0
* Tool warnings at 28
* Antenna diodes at 0
* EDFF count, synth at 0
* Global route overflow at 0
* R2R depth at 1
* Worst IR Drop VDD at approximately 0.046 mV
* Largest net degree at the start of global routing at 18
* Largest register FFs at 1
* Synth unique cells at around 70
* Initial DRC count at 149
* Synth Cell Area at 0.00112 sq mm
* Top cell excl fill/tap: buf_4
## stage by stage
stage / cells / setup slack, ns / TNS, ns / power, mW / utilization
6_report: 223 / 0.161 / 0 / 0.163 / 0.440
5_1_grt: 223 / 0.000696 / 0 / 0.177 / 0.440
4_1_cts: 221 / 0.00135 / 0 / 0.139 / 0.396
3_5_place_dp: 221 / -0.0561 / -0.141 / 0.137 / 0.391
3_3_place_gp: 221 / -0.0487 / -0.0542 / 0.136 / 0.391
2_1_floorplan: 158 / 0.914 / 0 / 0.101 / -
## cell usage after synthesis (3+ instances only)
cell type,number,share of area
and3_1,5,0.028
a21oi_1,9,0.040
a21o_1,3,0.020
nand3_1,4,0.018
buf_4,5,0.034
o211ai_1,4,0.027
nor2b_1,4,0.022
a211oi_1,4,0.027
nor2_1,13,0.044
clkbuf_1,3,0.010
o21ai_0,6,0.027
a31oi_1,3,0.017
nor3_1,7,0.031
nand2b_1,3,0.017
inv_1,7,0.023
nand2_1,7,0.023
o21a_1,4,0.027
## critical path, stage by stage
cell and delay [ns]:
clkdlybuf4s50_1 0.48, buf_4 0.24, nor4b_2 0.54, nor3_4 0.14
or3_1 0.33, o211a_1 0.17, o211ai_1 0.10, nand4_1 0.29
or2_0 0.31, o221ai_1 0.16, clkdlybuf4s50_1 0.50
## what timing repair did
| action | 4_1_cts | 5_1_grt |
|---|---|---|
| resized | 4 | 32 |
| pin swaps | 1 | 9 |
| buffers inserted | 0 | 1 |
| endpoints found under the setup margin | 4 | 4 |
| cloned | 0 | 1 |
## per-layer routing
layer	routed length, microns	up-vias	track usage
li1	-	661	-
met1	1570	610	0.144
met2	1560	36	0.145
met3	174	0	0.00455
met4	0	0	0.0123
met5	0	-	0
## final cells by class
type                       instances  share of cell area
inverter                           8              0.0200
timing repair buffer              30               0.175
tap                               46              0.0383
multi-input combinational        138               0.754
sequential                         1              0.0133
## kinds of logic after synthesis
| group | Yosys count | share of synthesized area |
|---|---|---|
| muxes | 2 | 0.0190 |
| and+or+nand+nor | 64 | 0.353 |
| adders and majority gates | 2 | 0.0212 |
| buffers and inverters | 20 | 0.108 |
| AOI/OAI and AO/OA | 67 | 0.465 |
| xor gates and xnor gates | 2 | 0.0156 |
| DFF | 1 | 0.0179 |
## worst paths after layout
path            endpoint  slack, ns
max               bcd[1]       0.16
min          cat$_DFF_P_       0.61
max reg2reg  cat$_DFF_P_       4.97
min reg2reg  cat$_DFF_P_       0.61
## power by group through the flow
| stage | Clock (mW) | Sequential [mW] | Combinational, mW |
|---|---|---|---|
| after global routing | 0 | 0.00714 | 0.170 |
| final | 0 | 0.00714 | 0.156 |
| after CTS | 0 | 0.00714 | 0.132 |
Power is estimated from default activity; no workload was simulated.
