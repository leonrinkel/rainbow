$ cat flow/design.v
module divider #(
	parameter DIVISOR = 50000000
) (
	input clk,
	input rst,
	output reg clk_div
);
	reg [31:0] count;
	always @(posedge clk)
	begin
		if (rst == 1'b1 || count == DIVISOR - 1)
			count <= 32'd0;
		else count <= count + 32'd1;
		if (rst == 1'b1) clk_div <= 1'b0;
		else if (count == DIVISOR - 1)
			clk_div <= ~clk_div;
	end
endmodule
$ cat flow/run.sh
#!/bin/bash
# OpenROAD 26Q1-2900-gdf79404cd8, Yosys 0.63+post, stock flow scripts
make -C /OpenROAD-flow-scripts/flow DESIGN_CONFIG=/design/flow/config.mk WORK_HOME=/design/flow/orfs finish
$ cat flow/config.mk
export PLATFORM = sky130hd
export DESIGN_NAME = divider
export DESIGN_NICKNAME = divider
export VERILOG_FILES = /design/flow/design.v
export SDC_FILE = /design/flow/constraint.sdc
export NUM_CORES = 4
export LEC_CHECK = 1
export CORE_UTILIZATION = 30
$ cat flow/constraint.sdc
current_design divider

set clk_period 4.6
set clk_io_pct 0.2

create_clock -name clk0 -period $clk_period [get_ports {clk}]

set non_clock_inputs [all_inputs -no_clocks]
set_input_delay [expr $clk_period * $clk_io_pct] -clock clk0 $non_clock_inputs
set_output_delay [expr $clk_period * $clk_io_pct] -clock clk0 [all_outputs]
==> Slide: Implementation Results <==
Synthesis and Place & Route Summary

Outcome
  • Run status: finished, final reports clean

Yosys
  • Yosys top cell by area: dfxtp_1
  • Top post-synthesis cells by area: dfxtp_1, xor2_1, nor2_1
  • Synth Area in Adders: 0.00773
  • Synth Area in XOR/XNOR: 0.125
  • Post-Syn Instances: approximately 190
  • Ys async rst share: 0
  • Number of enable flip-flop cells: 0
  • Yosys simple share: 0.384
  • # Cells Yosys: approximately 190
  • Distinct lib cells: 36
  • Main synth FF type: dfxtp_1
  • Cell area after synthesis: between 1500 and 2000 sq um
  • Yosys warns: 1
  • Top area contributor share: 0.408
  • Mux cell area share after synthesis: 0
  • Register share after synthesis: 0.408
  • Yosys chip area: roughly 1600 sq um
  • Avg Cell Area, Syn: around 8.5 sq um
  • Flops after synth: 33
  • Yosys aoi share: 0.0603
  • Top logic family: simple AND/OR/NAND/NOR gates

Clocking
  • # hold bufs at CTS: 0
  • CTS Buffer Depth: 2
  • Clock-pin slew on the worst setup and hold paths: ~70 ps
  • H-tree levels: 2
  • Setup repair bufs after CTS: 0
  • Cts bufs inserted: 5
  • Clk latency late pin: between 200 and 300 ps
  • CTS tree: yes
  • Post-CTS resize count: 0
  • CTS root buf: clkbuf_8
  • CTS sink cnt: 33

Power
  • Pwr Density: 291 nW/um^2
  • Sequential power share: 0.564
  • Worst vdd ir: about 0.00012 V
  • Logic pwr share: 0.031
  • Clock network power share: 0.405
  • Sw Share: 0.236
  • LEAKAGE: 0.596 nW
  • Internal: 0.401 mW
  • NetSw: about 0.12 mW

Job
  • OpenROAD warnings: 25
  • Max Cap Violations: 0

Placed design
  • I/O Buffers: 2
  • DPL Wire Length: around 2400 microns
  • Gpl congestion: a little over 0.8
  • Place WS: between 2000 and 2500 ps

Cells and area
  • Ratio of cells with drive above 1 in the final layout: 0.0905
  • Most frequent cells in the layout: dfxtp_1, nor2_1, nand2_1, xor2_1, nand3_1
  • Commonest Layout Cell: dfxtp_1
  • Layout area overhead: 11.6%

Final timing
  • Skew final: between 4 and 5 ps
  • Sum Neg Setup Slack: 0 ps
  • Min Tclk post-route: approximately 2300 ps
  • Relative slew slack: 0.557
  • Final setup fails: 0
  • Final WS setup: about 2300 ps
  • Final worst-path cycle share: 0.510
  • Max Clock Freq: about 430 MHz
  • Final slew viol count: 0
  • Worst slew pin tran: 660 ps
  • Hold Violations, Final: 0
  • RSZ-0062 raised after global routing: false

Min path
  • Worst hold stages: 1
  • Hold Path Class: reg2reg

Critical path
  • FF-to-FF setup slack: roughly 2300 ps
  • Maximum fanout along the worst path: 16
  • R2R depth: 7
  • CP Capture Type: flop
  • Crit start category: flop
  • Worst setup path class: reg2reg
  • Slowest cell on the critical path: or3_1
  • CP arrival: roughly 2500 ps
  • Crit path cell chain: ha_1 > nand4_2 > or2_1 > or3_1 > o21bai_2 > buf_4 > nor2_1
  • Delay of the slowest cell on the worst path: 460 ps
  • CP required: approximately 4800 ps

Detailed routing
  • ANT cells: 0
  • Drt pass-1 iters: 4
  • DRT antenna net count: 0
  • Routed length per instance: 12.5 microns
  • DRC viols: 0
  • Vias per cell: around 5
  • Drt initial violations: slightly above 80
  • Routed via count: 1328
  • Drt total wl: between 3000 and 4000 microns

Floorplanning
  • Cell row count: 26
  • Core Box Area: between 5000 and 6000 sq um
  • Die H: ~75 microns
  • I/O pins: 3
  • Floorplan Utilization: 0.315
  • Chip Area: around 5700 sq um
  • Die Wd: about 75 microns

GRT
  • Initial antenna violation count: 0
  • Vias in the first global route: approximately 1.1k
  • First-pass GRT wire length: 5360 microns
  • Remaining Overflow, GRT: 0
  • Largest net degree at the start of global routing: 17
  • Total track usage: 0.125
-- routing by layer --
| layer | share of wire | wire length, microns | GRT usage | up-vias |
|---|---|---|---|---|
| met5 | 0 | 0 | 0 | - |
| met4 | 0.021 | 71 | 0.0206 | 0 |
| met3 | 0.026 | 88 | 0.0214 | 8 |
| met2 | 0.43 | 1440 | 0.192 | 20 |
| met1 | 0.52 | 1760 | 0.190 | 609 |
| li1 | - | - | - | 691 |
-- flip-flops by register name, summed over array words and instances, names as in the netlist --
register  cells
count        32
clk_div       1
-- power groups by stage --
| stage | Sequential [mW] | Clock, mW | Combinational (mW) |
|---|---|---|---|
| 5_1_grt | 0.297 | 0.230 | 0.0191 |
| 6_report | 0.297 | 0.213 | 0.0163 |
| 4_1_cts | 0.296 | 0.219 | 0.0165 |
-- cell families (layout without fill, tap and decap cells) --
kind of cell,Yosys count,after routing
AND-OR/OR-AND,15,15
XOR/XNOR,23,23
adder cells (fa/ha/maj),1,1
buffers and inverters,6,14
flip-flops,33,33
AND/OR/NAND/NOR,113,113
-- critical path: cells and delay by family, from the launching register on --
| kind | cells | cell delay (ps) |
|---|---|---|
| buffers and inverters | 1 | 280 |
| flip-flops | 1 | 390 |
| AND-OR/OR-AND | 1 | 300 |
| adder cells (fa/ha/maj) | 1 | 260 |
| AND/OR/NAND/NOR | 4 | 1000 |
-- cells in the mapped netlist (2+ instances only) --
library cell	number
o21ai_0	3
a21oi_1	4
a31oi_1	3
xor2_1	18
buf_2	2
nand4_1	8
or3_1	5
nand2_1	21
nor2_1	30
nor4_2	2
xnor2_1	5
inv_1	3
or4_1	4
nor4b_1	2
nor3_1	6
nor4_1	3
nand3_1	17
and3_1	5
dfxtp_1	33
-- through the flow --
step | util | cells | area (sq um) | hold slack [ps] | total power [mW]
final | 0.351 | 269 | 1810 | 480 | 0.525
after CTS | 0.351 | 269 | 1810 | 488 | 0.532
after global routing | 0.351 | 269 | 1810 | 501 | 0.547
after detailed placement | 0.334 | 261 | 1720 | 472 | 0.320
after global placement | 0.334 | 261 | 1720 | 474 | 0.319
after floorplan | - | 191 | 1620 | 441 | 0.314
-- path summary, 6_finish.rpt --
check | from | endpoint
setup / recovery | count[0]$_SDFF_PP0_ | count[20]$_SDFF_PP0_
hold / removal | count[0]$_SDFF_PP0_ | count[0]$_SDFF_PP0_
setup reg to reg | count[0]$_SDFF_PP0_ | count[20]$_SDFF_PP0_
hold reg to reg | count[0]$_SDFF_PP0_ | count[0]$_SDFF_PP0_
-- cell type report --
type,count,area (sq um)
clock buffer,5,68.8
clock inverter,3,17.5
fill,553,3330
inverter,3,11.3
multi-input combinational,152,932
sequential,33,661
tap,70,87.6
timing repair buffer,3,27.5
Power and IR drop assume default switching activity.
