==> design/flow/design.v <==
module pixel #(
	parameter DATA_TICKS = 25,
	parameter PAUSE_TICKS = 1600,
	parameter T0H = 6,
	parameter T1H = 12,
	parameter BITS = 24,
	parameter LEDS = 8
) (
	input clk,
	input rst,
	input [7:0] r,
	input [7:0] g,
	input [7:0] b,
	output reg out
);
	localparam STATE_PAUSE = 1'b0;
	localparam STATE_TXFER = 1'b1;
	reg state;
	reg [10:0] tick_index;
	wire last_tick;
	assign last_tick =
		(state == STATE_PAUSE) ?
			(tick_index == PAUSE_TICKS - 1) :
			(tick_index == DATA_TICKS - 1);
	reg [4:0] bit_index;
	wire last_bit;
	assign last_bit = (bit_index == BITS - 1);
	reg [4:0] led_index;
	wire last_led;
	assign last_led = (led_index == LEDS - 1);
	wire [BITS-1:0] data;
	assign data = { g, r, b };
	wire bit_value;
	assign bit_value = data[BITS - 1 - bit_index];
	always @(posedge clk)
	begin
		case (state)
			STATE_PAUSE:
			begin
				if (rst == 1'b1) tick_index <= 0;
				else if (last_tick) tick_index <= 0;
				else tick_index <= tick_index + 1;
				if (rst == 1'b1) out <= 1'b0;
				else if (last_tick) out <= 1'b1;
				else out <= 1'b0;
				state <= (last_tick) ? STATE_TXFER : STATE_PAUSE;
			end
			STATE_TXFER:
			begin
				if (rst == 1'b1) tick_index <= 0;
				else if (last_tick) tick_index <= 0;
				else tick_index <= tick_index + 1;
				if (rst == 1'b1) bit_index <= 0;
				else if (last_tick)
				begin
					if (last_bit) bit_index <= 0;
					else bit_index <= bit_index + 1;
				end
				if (rst == 1'b1) led_index <= 0;
				else if (last_tick && last_bit)
				begin
					if (last_led) led_index <= 0;
					else led_index <= led_index + 1;
				end
				if (rst == 1'b1) out <= 1'b0;
				else if (bit_value == 1'b1)
				begin
					if (tick_index < T1H - 1) out <= 1'b1;
					else if (last_tick) out <= 1'b1;
					else out <= 1'b0;
				end
				else
				begin
					if (tick_index < T0H - 1) out <= 1'b1;
					else if (last_tick) out <= 1'b1;
					else out <= 1'b0;
				end
				state <=
					(last_tick && last_bit && last_led)
						? STATE_PAUSE : STATE_TXFER;
			end
		endcase
	end
endmodule
==> design/flow/run.sh <==
#!/bin/bash
# OpenROAD 26Q1-2900-gdf79404cd8, Yosys 0.63+post, stock flow scripts
make -C /OpenROAD-flow-scripts/flow DESIGN_CONFIG=/design/flow/config.mk WORK_HOME=/design/flow/orfs finish
==> design/flow/config.mk <==
export PLATFORM = sky130hd
export DESIGN_NAME = pixel
export DESIGN_NICKNAME = pixel
export VERILOG_FILES = /design/flow/design.v
export SDC_FILE = /design/flow/constraint.sdc
export NUM_CORES = 4
export LEC_CHECK = 1
export CORE_AREA = 10 10 104 104
export DIE_AREA = 0 0 114 114
==> design/flow/constraint.sdc <==
current_design pixel

set clk_period 3.8
set clk_io_pct 0.2

create_clock -name clk0 -period $clk_period [get_ports {clk}]

set non_clock_inputs [all_inputs -no_clocks]
set_input_delay [expr $clk_period * $clk_io_pct] -clock clk0 $non_clock_inputs
set_output_delay [expr $clk_period * $clk_io_pct] -clock clk0 [all_outputs]
==> qor.txt <==
Post-DRT Antenna Nets: 0
Worst Path Required: 3750 ps
Max-slew violations: 0
EDFF count, synth: 10
Root buf cell: clkbuf_8
Vias: 969
Max H-tree Level: 1
DR iter-0 viols: 43
Post_cts resized: 0
Setup TNS: 0 ps
Top-area cell share: 0.2258
Combinational Area: 723.2 um2
First-pass DRT Iterations: 3
HPWL after DPL: 2215 um
Avg Cell Area, Syn: 10.15 um2
Yosys stat chip area: 0.001330 mm2
Worst-skew pair later-pin latency: 260 ps
CP Capture Type: register
Vias in the first global route: 943
Hold Vio Cnt, Final: 0
Worst-path clk slew: 70 ps
Fraction of registers with async set/reset: 0
Die Y: 114 um
Least-Margin Pin Slew: 559.9 ps
Routability cong.: 0.7379
Chip area: 0.01300 mm2
Top cells by area: edfxtp_1 (23%), dfxtp_1 (20%), mux4_2 (8.5%), xnor2_1 (6.6%), nor2_1 (6.5%)
Slew headroom: 0.6267
Clock period minus worst slack: 2197 ps
Largest net degree at the start of global routing: 14
Flop and latch count out of synthesis: 23
Core area: 0.008678 mm2
Peak supply drop: 0.1353 mV
Total Wirelength: 2706 um
MaxCap Viol Count: 0
Share of cells above drive strength 1: 0.09615
Post-synth seq share: 0.4214
# Cells Yosys: 131
Core Rows: 34
Hold crit path type: register to register
Leakage dissipation: 0.6102 nW
Yosys top cell by area: edfxtp_1
Sink Count: 23
Class of the most critical setup path: input port to register
Area growth from synthesis to layout: 31.42%
Residual DRC: 0
Crit Path Max Fanout: 13
First-pass GRT wire length: 4409 um
Total GRT Usage: 0.04007
Dominant flop cell: dfxtp_1
I/O pins: 27
# fillers: 942
Log Warnings: 26
Status: completed
GRT Residual Overflow: 0
Cell Pwr Density: 259.6 mW/mm2
Cell Area, Synth: 0.001330 mm2
FF/Latch Area: 560.5 um2
Fmax: 455.2 MHz
Ys Warns: 1
TritonCTS buffer count: 3
Startpoint types: input port
Diodes inserted: 0
WHS: 484.9 ps
Final core occ: 0.2014
Post-CTS Setup Inserts: 0
CTS tree: yes
Initial antenna violation count: 0
Die width: 114 um
FP Core Util: 0.1533
Vias/cell: 3.670
Hold_buf cts: 0
Period utilisation layout: 0.5782
Commonest Layout Cell: clkdlybuf4s50_1
Clk buf depth: 2
Synth cell types: 35
Gate Count Post-Synth: 131
Layout Skew: 5.993 ps
RSZ-0062 raised after global routing: no
Most frequent logic cells in the routed design: clkdlybuf4s50_1 (26), nor2_1 (23), dfxtp_1 (13), xnor2_1 (10), edfxtp_1 (10)
Drt wl/cell: 10.25 um
IO Port Bufs: 26
Setup Viol. Count Final: 0
CP arrival: 2150 ps
==> through the flow <==
step,total power (W),cell area (um2),instances,setup slack (ps)
CTS,0.0004611,1748,264,1614
global placement,0.0003146,1702,260,1376
global route,0.0004752,1748,264,1526
floorplan,0.0002866,1330,131,1937
finish,0.0004538,1748,264,1603
detailed placement,0.0003154,1702,260,1334
==> kinds of logic (layout without fill, tap and decap cells) <==
family                     Yosys count  after routing  share of synthesized area
and+or+nand+nor                     59             59                     0.2220
DFF                                 23             23                     0.4215
xor gates and xnor gates            15             15                    0.09877
buffers and inverters               11             36                    0.03480
muxes                               10             10                     0.1232
AOI/OAI and AO/OA                    8              8                    0.05268
adders and majority gates            5              5                    0.04704
==> path summary, 6_finish.rpt <==
check | from | to | slack [ps] | cells past startpoint
worst min register to register | tick_index[0] | tick_index[0] | 480 | 1
worst max register to register | tick_index[5] | led_index[2] | 1640 | 5
worst min-delay path | tick_index[0] | tick_index[0] | 480 | 1
worst max-delay path | rst | led_index[2] | 1600 | 3
==> power by group <==
part	switching (W)	internal (W)	total (W)
sequential	0.00000333	0.000259	0.000262
combinational	0.0000137	0.0000330	0.0000467
clock	0.0000719	0.0000729	0.000145
==> worst max-delay path, stage by stage <==
cell and delay, ps:
clkdlybuf4s50_1 700, nand2b_2 360, and3_1 320
==> cell usage after synthesis (all sizes together) (2+ instances only) <==
library cell  number
buf                2
nand2              7
inv                6
clkbuf             3
nor3               6
edfxtp            10
xnor2             10
xor2               5
nand4              2
or2                2
and2               3
dfxtp             13
mux2i              4
mux4               5
nand3              6
a211oi             2
ha                 5
nor2              23
and3               3
==> flip-flops by register name, indices dropped and copies added (netlist names) <==
signal	count
bit_index	5
led_index	5
out	1
state	1
tick_index	11
==> final cells by class <==
cell class                 count  area share
multi-input combinational     97      0.4137
sequential                    23      0.3207
timing repair buffer          26      0.1489
tap                          108     0.07731
clock buffer                   3     0.02362
inverter                       6     0.01288
clock inverter                 1    0.002863
==> per-layer routing <==
layer / up-vias / part of all wire / track usage
met3: 0 / 0.047 / 0.01063
met4: 0 / 0 / 0.001671
met5: - / 0 / 0
met2: 12 / 0.46 / 0.06302
met1: 444 / 0.49 / 0.05713
li1: 513 / - / -
No activity file was given, so power comes from the tool's default toggle rates.
